### run.sh
#!/bin/bash
# OpenROAD 26Q1-2900-gdf79404cd8, Yosys 0.63+post, stock flow scripts
make -C /OpenROAD-flow-scripts/flow DESIGN_CONFIG=/design/flow/config.mk WORK_HOME=/design/flow/orfs finish
### config.mk
export PLATFORM = sky130hd
export DESIGN_NAME = mult_stage
export DESIGN_NICKNAME = mult_stage
export VERILOG_FILES = /design/flow/design.v
export SDC_FILE = /design/flow/constraint.sdc
export NUM_CORES = 4
export LEC_CHECK = 1
export CORE_UTILIZATION = 40
### constraint.sdc
current_design mult_stage

set clk_period 31.6
set clk_io_pct 0.2

create_clock -name clk0 -period $clk_period [get_ports {clock}]

set non_clock_inputs [all_inputs -no_clocks]
set_input_delay [expr $clk_period * $clk_io_pct] -clock clk0 $non_clock_inputs
set_output_delay [expr $clk_period * $clk_io_pct] -clock clk0 [all_outputs]
### design.v
`timescale 1ns/100ps
module mult_stage(
					input clock, reset, start,
					input [63:0] product_in, mplier_in, mcand_in,
					output logic done,
					output logic [63:0] product_out, mplier_out, mcand_out
				);
	logic [63:0] prod_in_reg, partial_prod_reg;
	logic [63:0] partial_product, next_mplier, next_mcand;
	assign product_out = prod_in_reg + partial_prod_reg;
	assign partial_product = mplier_in[7:0] * mcand_in;
	assign next_mplier = {8'b0,mplier_in[63:8]};
	assign next_mcand = {mcand_in[55:0],8'b0};
	always_ff @(posedge clock) begin
		prod_in_reg      <= product_in;
		partial_prod_reg <= partial_product;
		mplier_out       <= next_mplier;
		mcand_out        <= next_mcand;
	end
	always_ff @(posedge clock) begin
		if(reset)
			done <= 1'b0;
		else
			done <= start;
	end
endmodule
==> impl_metrics.json <==
{
  "hold_viol_final": 0,
  "cts_hold_buf": 0,
  "ys_cells": 2457,
  "root_buffer": "clkbuf_16",
  "power_frac_clock_pct": 13.2,
  "seq_power_share_pct": 14.4,
  "seqCellArea_um2": 4820,
  "timing.critical_path.from_type": "primary input",
  "status": "completed",
  "hold_depth": 1,
  "grt_pass1_vias": 18700,
  "dp_hpwl_mm": 50.4,
  "cp_data_required_time_ns": 32.08,
  "synth-edff-count": 0,
  "yosysMostFrequentCell": "and2_1",
  "drc": 0,
  "wl_per_cell_um": 17.9,
  "via_count": 17900,
  "cp_data_arrival_time_ns": 12.36,
  "drive_above_1_share_pct": 3.43,
  "switchingPower_w": 0.00128,
  "nFillCells": 5224,
  "fp.dieH_um": 244,
  "period_used_pct": 37.6,
  "ys_ff": 241,
  "coreArea_um2": 57700,
  "finalSetupViolCount": 0,
  "initCoreUtil_pct": 40.4,
  "critical-path-slowest-cell": "fa_1",
  "drt-initial-drc-count": 1026,
  "ys_seq_share_pct": 20.7,
  "final_antenna_net_count": 0,
  "min_period_ns": 11.88,
  "worst_setup_path_end_kind": "flip-flop",
  "whs_ns": 6.15,
  "crit_chain": "clkdlybuf4s50_1 > buf_4 > nand2_1 > fa_1 > fa_1 > inv_1 > fa_1 > inv_1 > fa_1 > inv_1 > ha_1 > nand3_1 > o22ai_2 > o311ai_2 > a221oi_2 > a41o_1 > o211ai_2 > o41ai_4 > a21oi_2 > o31a_1 > xnor2_1",
  "hold_path_class": "primary input to flip-flop",
  "rsz0062_at_grt": "no",
  "peakVddDrop_v": 0.0000467,
  "warnings": 25,
  "fp.dieW_um": 244,
  "cts_resized": 0,
  "critical_path.startpoint": "mplier_in[2]",
  "top_cell_area_share_pct": 29.9,
  "critical_path_class": "primary input to flip-flop",
  "drt-total-wl_mm": 63.7,
  "cts_buffers": 30,
  "grt.total_usage_pct": 23.2,
  "ys_types": 79,
  "firstDrtPassIters": 6,
  "cpMostUsedCell": "fa_1",
  "gp_congestion": 0.948,
  "synth_area_per_cell_um2": 9.50,
  "async_flop_share_pct": 0,
  "syn2layout_area_growth_pct": 23.0,
  "grt_first_pass_wirelength_mm": 103,
  "antenna_found_initial": 1,
  "yosys_warnings": 1,
  "clockBufferDepth": 3,
  "met1Wirelength_mm": 29.7,
  "post_cts_buffers": 0,
  "cpPeakStageDelay_ns": 0.54,
  "min-delay-start": "product_in[16]",
  "synth_area_leader_cell": "fa_1",
  "cp.buffers_inverters": 5,
  "final-comb-area_um2": 17000,
  "path_depth": 21,
  "area_leaders": "fa_1 (30%), dfxtp_1 (21%), and2_1 (11%)",
  "pwr-share-comb_pct": 72.4,
  "ys.flop_type": "dfxtp_1",
  "ys_area_um2": 23300,
  "port_buffers": 371,
  "wl_met3_mm": 4.62,
  "grt_overflow": 0,
  "grt_max_degree": 65,
  "timing.fmax_mhz": 84.2,
  "io_pins": 388,
  "worst_slew_pin_slew_ns": 0.804,
  "fin_tns_setup_ns": 0,
  "path_clk_slew_ns": 0.07,
  "drv_slew": 0,
  "swShare_pct": 46.0,
  "wl_met2_mm": 27.7,
  "cts.sinks": 241,
  "critical-path-top-delay-family": "adder cells",
  "avgViaCountPerCell": 5.03,
  "yosys-top-cells-count": "and2_1 (401), fa_1 (349), inv_1 (285), dfxtp_1 (241), nand2_1 (173)",
  "max_slew_margin_pct": 46.4,
  "drv_cap": 0,
  "power_density_nw_per_um2": 96.8,
  "highest_layer": "met4",
  "path_max_fanout": 62,
  "cts_tree": "yes",
  "intPower_w": 0.00150,
  "syn-instance-count": 2457,
  "netlist_area_um2": 23300,
  "chipArea_um2": 59300,
  "cts_max_level": 1,
  "leakage_nw": 12.9,
  "n_antenna_cell": 0,
  "rows": 88
}
==> layout make-up <==
cell class | instances | area share [%]
clock buffers | 39 | 2.94
inverters | 285 | 3.73
repair buffers | 380 | 13.1
flip-flops and latches | 241 | 16.8
well taps | 765 | 3.33
clock inverters | 17 | 0.841
multi-input cells | 1836 | 59.2
==> placed cells by master (no fill, tap or decap), types with 5 or more instances in the layout <==
| cell | n |
|---|---|
| o21bai_1 | 23 |
| ha_1 | 135 |
| o211ai_1 | 13 |
| nand3_1 | 28 |
| clkbuf_8 | 6 |
| a21o_1 | 59 |
| nor2_1 | 62 |
| o31ai_1 | 7 |
| inv_1 | 285 |
| a211o_1 | 8 |
| o21ai_1 | 14 |
| a31oi_1 | 13 |
| o21a_1 | 13 |
| nand2b_1 | 16 |
| dfxtp_1 | 241 |
| and2_1 | 401 |
| xnor2_1 | 87 |
| o21ai_0 | 63 |
| or3_1 | 5 |
| nor3_1 | 18 |
| fa_1 | 349 |
| nand2_1 | 173 |
| xor2_1 | 42 |
| nand4_1 | 37 |
| or2_2 | 5 |
| inv_6 | 5 |
| a21oi_1 | 140 |
| nor2b_1 | 20 |
| and3_1 | 9 |
| a211oi_1 | 5 |
| conb_1 | 16 |
| clkbuf_16 | 30 |
| o2111ai_1 | 6 |
| buf_4 | 9 |
| clkdlybuf4s50_1 | 369 |
==> per-layer routing <==
layer,global-route usage (%),vias to the layer above
met5,0.0817,-
met4,5.07,0
met3,5.96,79
met2,33.9,615
met1,36.1,8679
li1,-,8550
==> stage by stage <==
stage	area [um2]	setup slack, ns	std cells	utilization, %	total power [W]
6_report	28700	19.72	3563	49.8	0.00278
5_1_grt	28700	19.36	3563	49.8	0.00304
4_1_cts	28700	19.73	3563	49.8	0.00280
3_5_place_dp	27600	19.08	3507	47.9	0.00242
3_3_place_gp	27600	19.06	3507	47.9	0.00242
2_1_floorplan	23400	20.43	2472	-	0.00174
==> logic make-up after synthesis <==
| kind of cell | Yosys count | share of synthesized area, % |
|---|---|---|
| and+or+nand+nor | 786 | 18.5 |
| adders and majority gates | 484 | 37.2 |
| AOI/OAI and AO/OA | 421 | 12.0 |
| buffers and inverters | 395 | 6.73 |
| DFF | 241 | 20.7 |
| xor gates and xnor gates | 129 | 4.84 |
| other | 1 | 0.0161 |
==> worst paths after layout <==
path | to | slack, ns
worst max-delay path | partial_prod_reg[62] | 19.72
worst min-delay path | prod_in_reg[16] | 6.15
==> power groups by stage <==
stage	logic (W)	clock network (W)	registers (W)
4_1_cts	0.00202	0.000380	0.000402
5_1_grt	0.00225	0.000392	0.000405
6_report	0.00201	0.000367	0.000401
Power figures rest on the tool's default switching activity, not on a simulated workload.
